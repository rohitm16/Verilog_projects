<file path="config.mk">
export PLATFORM = sky130hd
export DESIGN_NAME = ALU
export DESIGN_NICKNAME = ALU
export VERILOG_FILES = /design/flow/design.v
export SDC_FILE = /design/flow/constraint.sdc
export NUM_CORES = 4
export LEC_CHECK = 1
export CORE_AREA = 10 10 84 84
export DIE_AREA = 0 0 94 94
</file>
<file path="constraint.sdc">
current_design ALU

set clk_period 7.4
set clk_io_pct 0.2

create_clock -name clk0 -period $clk_period

set non_clock_inputs [all_inputs -no_clocks]
set_input_delay [expr $clk_period * $clk_io_pct] -clock clk0 $non_clock_inputs
set_output_delay [expr $clk_period * $clk_io_pct] -clock clk0 [all_outputs]
</file>
<file path="design.v">
    `timescale 1ns / 1ps
    module ALU(
        input [7:0] a,b,
        input [2:0] opcode,  
        output reg [7:0] result,
        output wire Zero,  
        output reg carry_out,
        output reg overflow
        );
        localparam  add=3'b000,
                    subtract = 3'b001,
                    bitwise_and = 3'b010,
                    bitwise_or = 3'b011,
                    bitwise_xor = 3'b100,
                    not_a = 3'b101,
                    increment_a = 3'b110,
                    pass_a = 3'b111;
        always@(*)
            begin
                result = 8'h00;
                carry_out = 1'b0;
                overflow = 1'b0;
                case(opcode)
                    add: begin
                        {carry_out,result} = a+b;
                        overflow =(a[7] == b[7]) && (result[7] !== a[7]);
                        end
                    subtract: begin
                        {carry_out,result} = a-b;
                        overflow =(a[7] !== b[7]) && (result[7] !== a[7]);
                     end
                    bitwise_and: begin
                         result = a&b;
                     end
                    bitwise_or: begin
                         result = a|b;
                     end
                    bitwise_xor: begin
                         result = a^b;
                    end
                    not_a: begin
                         result= ~a;
                     end
                    increment_a:begin
                         {overflow,result}=a+1;
                         overflow = (a[7] == 0) && (result[7] == 1);
                     end
                    pass_a : result = a;
                    default: result = 8'h00;
                endcase
            end
        assign Zero = (result == 8'h00);
    endmodule
</file>
<file path="run.sh">
#!/bin/bash
# OpenROAD 26Q1-2900-gdf79404cd8, Yosys 0.63+post, stock flow scripts
make -C /OpenROAD-flow-scripts/flow DESIGN_CONFIG=/design/flow/config.mk WORK_HOME=/design/flow/orfs finish
</file>
==> Changelog: implementation <==
## Implementation

* Adder-Cell Fraction of Synth Area at 24.7%
* Fin cells at 303
* Seq_cells at 0
* Max Cap Violations at 0
* Simple share at 22.7%
* DR vias at 1481
* Hold path startpoint: b[0]
* Fill cell count at 574
* CP max FO at 8
* Drt drc at 0
* Vias in the first global route at 1478
* Total gr overflow at 0
* IO Count at 30
* Worst Tran Pin Value at 0.732 ns
* Area leader, netlist: ha_1
* Most common cell in the synthesized netlist: ha_1
* Place WS at 0.999 ns
* Synthesized cell area at 0.00148 mm2
* Seq. cell area at 0 um2
* Area fraction in mux cells at 2.96%
* Hold Crit Class: input port to output port
* Unrepaired setup endpoints after global routing: false
* 1st-pass router iterations at 4
* Port bufs at 30
* Met2 global-route usage at 15.8%
* Log Warnings at 48
* WL/cell at 14.2 um
* Crit start category: input port
* Crit path DRT at 5.92 ns
* Power per Cell Area at 65.8 mW/mm2
* Ratio of cells with drive above 1 in the final layout at 4.72%
* Detailed Place HPWL at 3.52 mm
* Fp_density at 28.4%
* Lkg Pwr at 0.765 nW
* Synth-to-Final Area Change at 22.8%
* Met1 usage at 14.6%
* Crit Path Class: input port to output port
* YS warnings at 1
* Post-Place Cells at 303
* CP arrival at 4.90 ns
* Top cell area share at 22.0%
* GRT Max-Usage Layer: met2
* Crit. End Element: output port
* Routability congestion estimate at 0.885
* Top cells, area: ha_1, xnor2_1, inv_1
* Worst VDD drop at 22.8 uV
* Worst Hold Depth at 5
* Global Route Usage Sum at 9.73%
* Crit path max-delay cell type: clkdlybuf4s50_1
* Final ANT Viol Nets at 0
* And-or/or-and share of the synthesized area at 31.0%
* Top non-seq family: AND-OR/OR-AND gates
* First-pass GRT wire length at 7.31 mm
* Post-CTS Hold Buffers at 0
* Buffers & Inverters on Critical Path at 2
* CP top delay family: buffers and inverters
* Inserted Diodes at 0
* Relative slew slack at 51.1%
* Min cycle time layout at 6.38 ns
* Die H at 94 um
* Initial drt markers at 130
* Hold EP: result[0]
* Cell Type Count at 46
* Post-DR vias/cell at 4.89
* Overall routed net length at 4.29 mm
* Core area at 0.00520 mm2
* Hold Fails Final Rpt at 0
* GR Layer Usage met3 at 0.485%
* Cycle use final at 86.2%
* Yosys synthesis chip area at 0.00148 mm2
* Largest net degree at the start of global routing at 39
* Post-Syn Instances at 214
* Final-report max-slew violation count at 0
* CTS-repair resized insts at 0
* CP Cell Sequence: clkdlybuf4s50_1 -> ha_1 -> fa_1 -> nor2b_1 -> a211oi_1 -> a211oi_1 -> a31o_2 -> a2111oi_2 -> or4b_1 -> nor3_2 -> clkdlybuf4s50_1
* Post-CTS setup buffers at 0
* Die area at 0.00884 mm2
* Syn Area/Cell at 6.90 um2
* # Cells Yosys at 214
* Status: finished clean
* Row count at 26
* CP peak stage delay at 0.63 ns
* Endpoints failing setup at 0
* Final setup TNS at 0 ns
* Number of antenna violations at the first check in global routing at 0
* Setup ws final at 1.02 ns
* Post-Synth XOR/XNOR Area at 8.30%
* Die Width at 94 um
* Worst Setup SP: a[0]
* Clock buffer count at 0
* Post-synth top cells: ha_1, inv_1, nand2_1, o21ai_0, nor2_1
* Crit path depth at 11
* Fmax at 0.157 GHz
* Synth Seq Share at 0%
## per-stage QoR
step / util (%) / area (um2) / hold slack (ns) / total power [mW]
after floorplan: - / 1480 / 3.15 / 0.0741
after global placement: 34.9 / 1810 / 4.27 / 0.120
after detailed placement: 34.9 / 1810 / 4.26 / 0.119
after CTS: 34.9 / 1810 / 4.27 / 0.120
after global routing: 34.9 / 1810 / 4.30 / 0.133
final: 34.9 / 1810 / 4.26 / 0.119
## logic make-up (layout without fill, tap and decap cells)
family,count (synthesis),in the layout
AOI/OAI and AO/OA,67,67
and+or+nand+nor,66,66
buffers and inverters,36,55
adders and majority gates,28,28
xor gates and xnor gates,14,14
muxes,3,3
## worst max path at each step
stage	to
final	Zero
after global routing	Zero
after CTS	Zero
## power by group
group / switching, mW / internal [mW]
registers: 0 / 0
logic: 0.0607 / 0.0587
clock network: 0 / 0
## routing by layer
| metal | wire, um | part of all wire [%] | vias to the layer above |
|---|---|---|---|
| met5 | 0 | 0 | - |
| met4 | 0 | 0 | 0 |
| met3 | 93 | 2.2 | 0 |
| met2 | 1980 | 46 | 22 |
| met1 | 2220 | 52 | 660 |
| li1 | - | - | 799 |
## placed cells by master, fill, tap and decap left out, types with 3 or more instances in the layout
cell and instances:
a32oi_1 3, clkdlybuf4s50_1 30, nand3_1 8, a21oi_1 11, a21o_1 4, and3_1 3
o22ai_1 4, xnor2_1 12, o21ai_0 15, nand2b_1 5, ha_1 26, inv_1 22
nor3_1 7, nand2_1 16, nor2_1 14, a211oi_1 9, a211o_1 3, nor2b_1 4
## layout make-up
| class | instances | area, um2 | area share (%) |
|---|---|---|---|
| Inverter | 23 | 86.3 | 4.76 |
| Timing Repair Buffer | 32 | 315 | 17.4 |
| Tap cell | 70 | 87.6 | 4.83 |
| Multi-Input combinational cell | 178 | 1330 | 73.0 |
Power and IR drop assume default switching activity.
