==> flow/design.v <==
`timescale 1ns/1ps
module fifo_sync #(
     parameter Depth = 64,
     parameter  Width = 8)
    (input clk,
     input  resetn,  
     input [Width-1:0] data_in,
     input wr_en, rd_en,
     output [Width-1:0] data_out,    
     output empty, full);
     reg [Width-1:0] memory [0: Depth-1];
     wire do_write = wr_en && !full;
     wire do_read = rd_en && !empty;
     localparam addr_width = $clog2(Depth);
     reg [addr_width:0] count; 
     reg [addr_width-1:0] rd_ptr,wr_ptr;
     always@(posedge clk)
        begin
            if(do_write) 
                    memory[wr_ptr] <= data_in;
        end            
      assign data_out = memory[rd_ptr];
      always@(posedge clk or negedge resetn)
        begin
            if(!resetn)
                begin
                    count <= 0;
                    rd_ptr <= 0;
                    wr_ptr <= 0;
                end  
            else if(do_read && do_write)
                begin
                    rd_ptr <= rd_ptr +1;
                    wr_ptr <= wr_ptr +1;
                end
             else if (do_write)
                begin
                    wr_ptr <= wr_ptr +1;
                    count <= count +1;
                end        
             else if(do_read)
                begin
                    rd_ptr <= rd_ptr +1;
                    count <= count -1;
                end
          end
       assign empty = (count == 0);
       assign full = (count == Depth);
     endmodule
==> flow/run.sh <==
#!/bin/bash
# OpenROAD 26Q1-2900-gdf79404cd8, Yosys 0.63+post, stock flow scripts
make -C /OpenROAD-flow-scripts/flow DESIGN_CONFIG=/design/flow/config.mk WORK_HOME=/design/flow/orfs finish
==> flow/config.mk <==
export PLATFORM = sky130hd
export DESIGN_NAME = fifo_sync
export DESIGN_NICKNAME = fifo_sync
export VERILOG_FILES = /design/flow/design.v
export SDC_FILE = /design/flow/constraint.sdc
export NUM_CORES = 4
export LEC_CHECK = 1
export CORE_UTILIZATION = 30
==> flow/constraint.sdc <==
current_design fifo_sync

set clk_period 25.3
set clk_io_pct 0.2

create_clock -name clk0 -period $clk_period [get_ports {clk}]

set non_clock_inputs [all_inputs -no_clocks]
set_input_delay [expr $clk_period * $clk_io_pct] -clock clk0 $non_clock_inputs
set_output_delay [expr $clk_period * $clk_io_pct] -clock clk0 [all_outputs]
==> summary.txt <==
Summary of implementation figures.

Hold path
Note that the worst hold path type here is flip-flop to flip-flop. In this run the most critical hold path is launched from wr_ptr[2].

Power
Combinational cells account for 28.4% of the total power. The share of power burned in registers is 42.2%. The static power due to leakage is 7.55 nW. The switching share of power is 31.3%.

Per report_power, the clock group accounts for 29.4% of the total. The cell-internal power is 1.73 mW. The peak ir drop on the vdd network is 66.7 uV. The net switching power is 0.790 mW.

In this run the power density over the cells is 106 mW/mm^2.

Yosys
The fraction of the yosys area taken by sequential cells is 75.0%. The synthesis report lists the Yosys warning total as 1. Yosys mapped a number of flops with a built-in enable equal to 512. The number of standard cells after synthesis is 1059. The number of cells in the yosys synthesis report is 1059. Once synthesis finished, the tally of register bits stood at 531. The summed instance area of the synthesized netlist is 0.0211 mm^2. The async set-reset flop share out of synthesis is 3.58%. After synthesis, the netlist uses 53 different library cells. The synthesis area per yosys is 0.0211 mm^2. The most frequently used flop master after synthesis is edfxtp_1. Each instance of the synthesized netlist takes up on average 20.0 um^2.

Detailed routing
According to the report, the first pass of detailed routing completed in 4 iterations. In the final routed layout, each cell accounts on average for 22.8 um. The routed design has 47400 um of wire. The number of antenna-violating nets in the routed design is 0. The count of vias placed by the detailed router is 10100.

The number of vias per cell after detailed routing is 4.86. 0 antenna diodes ended up in the layout. The number of remaining DRC errors is 0. Detailed-route iteration 0 reported a violation count of 664.

Layout
The growth of design area from synthesis to finish is 13.2%. The proportion of layout cells with a drive suffix above 1 is 18.3%. By instance count after routing, the leading logic cell types are edfxtp_1 (512), mux4_2 (90), mux2i_1 (89). The post-route core utilization is 34.6%.

Once layout is complete, the cells apart from fillers number 2076. The tally of filler cells in the layout is 6448. The most numerous logic cell after layout is edfxtp_1.

Clocking
The clock buffer count from CTS is 54. The number of hold-repair buffers added at the cts stage is 0. The buffer levels on the longest clock path is 3. TritonCTS built the clock tree. After clock tree synthesis, the clock-pin slew on the worst setup and hold paths is 0.06 ns. The post-cts resize count is 0.

The number of H-tree levels is 2. Clock tree synthesis selected as its root buffer the cell clkbuf_16. The clock reaches the later pin of the worst-skew pair after 0.62 ns.

The number of sinks on the clock net is 531. Per the repair_timing log after CTS, setup buffers inserted total 0.

Timing
Counting I/O delays and the setup requirement, the final critical path takes 9.36 ns. The setup TNS after final layout is 0 ns. Looking at the max-slew report, the worst-margin pin has a slew of 1.10 ns. For reference, the final report shows the hold violation count at 0. The worst path meets setup with 15.94 ns of slack.

The achievable clock frequency is 107 MHz. The number of pins with negative max-slew slack in the final report is 0. In the final run the clock tree shows a worst skew of 0.0341 ns. Setup repair after global routing left no endpoint under its margin. Of the available clock period, the critical path in the final layout requires 37.0%.

The final-report setup violation count is 0. The worst-case headroom to the max-slew limit is 26.1%.

Worst setup path
At the worst endpoint, the arrival time is 4.30 ns. The critical path buffer and inverter count is 2. The launch instance of the worst register-to-register path is count[5]. The slowest library cell on the worst path is nand2b_1. Tracing the worst setup path back leads to its startpoint at rd_ptr[2]. The endpoint type of the worst setup path is a primary output.

The maximum fanout count along the critical path is 25. The timing report gives the biggest stage delay along the critical path as 0.60 ns. The OpenROAD report gives the critical path a required time of 20.24 ns.

Broken down by cell family, the worst path's largest delay share belongs to AND-OR/OR-AND gates. The critical path goes through buf_4 > and2_1 > nand2b_1 > o22ai_1 > a211oi_1 > a22oi_1 > o2111a_1 > clkdlybuf4s50_1. By startpoint and endpoint, the worst setup path is classified as flip-flop to primary output. The worst setup path is launched from a flip-flop.

Outcome
The flow ran to the end, and the final reports show no timing, DRC or antenna violations.

Floorplanning
The overall die size recorded for this design is 0.0715 mm^2. The report lists the number of standard-cell rows as 96. The width of the chip is 267 um. In the floorplan report the effective utilization is 30.5%. During I/O placement, the number of pins put on the boundary was 22. The height of the die is 267 um. The core region is 0.0692 mm^2.

GRT
The total overflow reported by the global router is 0. In the global route stage, overall resource usage came out at 14.6%. The first-pass GRT wire length is 71100 um. The number of antenna violations at the first check in global routing came to 0. The via count of the first global-routing pass is 10900. Entering global routing, the biggest net connects 85 pins.

Placement
Input and output buffers added on the ports amount to 21. The number of placed instances, taps included, is 1974. RePlAce ended its routability-driven mode at a weighted congestion of 0.856. Timing analysis after detailed placement gives a worst setup slack of 16.47 ns. According to the dpl log, the detail-placed design has an HPWL of 28000 um.

Job
The OpenROAD warning count is 26. The total of max-cap violations is 0.
==> through the flow <==
step	cell area (um^2)	hold WS [ns]	total power [mW]
detailed placement	22200	0.481	1.81
floorplan	21100	0.459	1.56
global route	23900	0.519	2.64
CTS	23900	0.489	2.55
global placement	22200	0.472	1.80
finish	23900	0.493	2.52
==> cells in the mapped netlist (6+ instances only) <==
cell,instances,area [um^2]
a211oi_1,28,210
a21oi_1,7,35.0
a22oi_1,14,105
buf_1,6,22.5
buf_2,13,65.1
buf_4,7,52.6
buf_6,7,78.8
clkbuf_1,19,71.3
dfrtp_1,19,475
edfxtp_1,512,15400
ha_1,9,113
inv_1,8,30.0
mux2i_1,89,891
mux4_1,8,210
mux4_2,90,2030
nand2_1,17,63.8
nor2_1,79,297
o2111a_1,6,67.6
o21ai_0,13,65.1
o22ai_1,29,181
xnor2_1,10,87.6
==> cells by family (layout without fill, tap and decap cells) <==
| family | after synthesis | count (layout) | share of synthesized area (%) |
|---|---|---|---|
| buf+inv | 68 | 154 | 2.05 |
| compound gates | 113 | 113 | 3.80 |
| xor+xnor | 15 | 15 | 0.622 |
| fa+ha+maj | 10 | 10 | 0.628 |
| mux | 188 | 188 | 14.9 |
| simple gates | 134 | 134 | 3.03 |
| flops | 531 | 531 | 75.0 |
==> layout make-up <==
cell class	count	area, um^2	area share (%)
Clock buffer	68	1430	5.96
Clock inverter	34	238	0.994
Inverter	9	33.8	0.141
Multi-Input combinational cell	460	4840	20.3
Sequential cell	531	15900	66.3
Tap cell	931	1160	4.87
Timing Repair Buffer	43	348	1.45
==> worst register-to-register path, cell delays in order (launching register included) <==
cell and delay, ns:
dfrtp_1 0.39, nor4_2 0.07, and3_1 0.20, nand2b_4 0.21
inv_2 0.19, and2_1 0.32, nand2_1 0.45, nor2_1 0.91
==> registers in the layout, summed over array words and instances, names as in the netlist <==
| signal | count |
|---|---|
| memory | 512 |
| count | 7 |
| rd_ptr | 6 |
| wr_ptr | 6 |
==> power by group through the flow <==
stage / Clock (mW) / Sequential, mW / Combinational (mW)
4_1_cts: 0.758 / 1.06 / 0.728
6_report: 0.742 / 1.06 / 0.717
5_1_grt: 0.792 / 1.07 / 0.774
==> per-layer routing <==
metal | wire (um) | global-route usage, %
met1 | 17700 | 18.6
met2 | 21600 | 21.5
met3 | 6790 | 9.42
met4 | 1250 | 3.40
met5 | 0 | 0.347
==> worst paths after layout <==
path | depth (start not counted) | slack [ns] | endpoint
max | 8 | 15.94 | data_out[5]
min | 1 | 0.49 | wr_ptr[2]
max reg2reg | 7 | 22.19 | memory[12][2]
min reg2reg | 1 | 0.49 | wr_ptr[2]
max in group asynchronous | 2 | 20.22 | rd_ptr[0]
min in group asynchronous | 2 | 4.80 | rd_ptr[1]
No activity file was given, so power comes from the tool's default toggle rates.
