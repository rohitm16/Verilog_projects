===== flow/run.sh =====
#!/bin/bash
# OpenROAD 26Q1-2900-gdf79404cd8, Yosys 0.63+post, stock flow scripts
make -C /OpenROAD-flow-scripts/flow DESIGN_CONFIG=/design/flow/config.mk WORK_HOME=/design/flow/orfs finish

===== flow/config.mk =====
export PLATFORM = sky130hd
export DESIGN_NAME = pwm_generator
export DESIGN_NICKNAME = pwm_generator
export VERILOG_FILES = /design/flow/design.v
export SDC_FILE = /design/flow/constraint.sdc
export NUM_CORES = 4
export LEC_CHECK = 1
export CORE_UTILIZATION = 40

===== flow/constraint.sdc =====
current_design pwm_generator

set clk_period 5.3
set clk_io_pct 0.2

create_clock -name clk0 -period $clk_period [get_ports {clk}]

set non_clock_inputs [all_inputs -no_clocks]
set_input_delay [expr $clk_period * $clk_io_pct] -clock clk0 $non_clock_inputs
set_output_delay [expr $clk_period * $clk_io_pct] -clock clk0 [all_outputs]

===== flow/design.v =====
`timescale 1ns / 1ps
module pwm_generator #(parameter clk_frequency = 450_000_000)(
    input clk,
    input resetn,
    input [1:0]freq_select,  
    input [7:0] duty_cycle,  
    output reg pwm_out
    );
    localparam freq_1KHz = clk_frequency/1_000;
    localparam freq_10KHz = clk_frequency/10_000;
    localparam freq_50KHz = clk_frequency/50_000;
    localparam freq_100KHz = clk_frequency/100_000;
    localparam counter_width = $clog2(freq_1KHz); 
    reg [counter_width-1:0] period_reg;      
    reg [counter_width-1:0] duty_compare_reg;  
    reg [counter_width-1:0] counter_reg;       
    always@(*)
        begin
            case(freq_select)
            2'b00: period_reg = freq_1KHz;
            2'b01: period_reg = freq_10KHz;
            2'b10: period_reg = freq_50KHz;
            2'b11: period_reg = freq_100KHz;
            default: period_reg = freq_1KHz;
            endcase
        end
      always@(*)
        begin
            duty_compare_reg = (period_reg * duty_cycle) >> 8;
        end
        always@(posedge clk or negedge resetn)
            begin
                if(!resetn)
                    begin
                        counter_reg <= 0;
                        pwm_out <= 0;
                    end
                 else begin
                         if (counter_reg >= period_reg - 1)
                                counter_reg <= 0;
                         else 
                                counter_reg <= counter_reg + 1;
                        if(counter_reg < duty_compare_reg)
                            pwm_out <=1;
                        else
                            pwm_out <=0;
                    end
           end                     
endmodule

==> results.rst <==
Run summary
-----------

.. list-table::
   :header-rows: 1

   * - Metric
     - Value
   * - Source of the critical timing path
     - freq_select[1]
   * - Final number of setup-violating endpoints
     - 1
   * - WL/cell
     - 13.4 um
   * - Number of clock sinks seen by CTS
     - 20
   * - Remaining number of nets flagged by the antenna check after routing
     - 0
   * - Mean cell area of the mapped netlist
     - 9.06 sq um
   * - Final worst hold slack
     - 0.583 ns
   * - Required time of the critical path
     - 5.45 ns
   * - Worst Setup Slack, final
     - -0.547 ns
   * - Path class of the lowest-slack min-delay path
     - reg -> reg
   * - Share of layout cells above drive strength 1
     - 0.287
   * - Post-Syn Instances
     - 456
   * - Crit path max fanout
     - 4
   * - Largest net degree at the start of global routing
     - 21
   * - Proportion of synthesized chip area in sequential cells
     - 0.121
   * - Reg2reg path depth
     - 6
   * - Clock-pin transition on the worst setup and hold timing paths
     - 0.07 ns
   * - Post-synthesis register bit count
     - 20
   * - Yosys Warn Count
     - 1
   * - Layout Cell Area excl Fill
     - 0.00549 sq mm
   * - Min-Delay Startpoint
     - counter_reg[18]
   * - Final core utilization
     - 0.554
   * - Count of routing violations after the opening detailed-route iteration
     - 46
   * - Final worst clock skew
     - 0.00719 ns
   * - Placement row count
     - 36
   * - Unrepaired setup endpoints after global routing
     - yes
   * - Total number of H-tree levels
     - 1
   * - Detailed placement HPWL
     - 8.04 mm
   * - Hold worst-path end
     - counter_reg[18]
   * - Static Leakage
     - 2.89 nW
   * - Overall global routing resource usage
     - 0.206
   * - Core ar.
     - 0.00991 sq mm
   * - Total I/O pin count
     - 13
   * - Total wire length after detailed routing
     - 9.39 mm
   * - Reg-to-Reg End
     - counter_reg[2]
   * - Number of synthesized flops with an enable pin
     - 0
   * - Final Hold Violating Endpoints
     - 0
   * - CTS buffer count
     - 3
   * - Grt ovf
     - 0
   * - Vias/cell
     - 4.59
   * - Number of flip-flops in the largest register
     - 19
   * - Number of global-route vias before repair
     - 3543
   * - Most area-hungry cell type in the Yosys netlist
     - sky130_fd_sc_hd__fa_1
   * - Final-report max-slew violation count
     - 0
   * - Count of distinct cell types in the synthesized netlist
     - 44
   * - Insertion Delay late pin
     - 0.26 ns
   * - Leading post-synthesis cells by instance count
     - 112 x sky130_fd_sc_hd__inv_1, 63 x sky130_fd_sc_hd__fa_1, 55 x sky130_fd_sc_hd__ha_1
   * - Number of remaining DRC errors
     - 0
   * - TritonCTS clock tree
     - yes
   * - Top cells by area, synth
     - sky130_fd_sc_hd__fa_1 31%, sky130_fd_sc_hd__ha_1 17%, sky130_fd_sc_hd__dfrtp_1 12%, sky130_fd_sc_hd__inv_1 10%, sky130_fd_sc_hd__xnor2_1 4.2%
   * - Worst-case vdd ir drop
     - 0.419 mV
   * - Post-synthesis chip area from yosys
     - 0.00413 sq mm
   * - Number of instances on the worst hold path
     - 2
   * - Violations in the final reports
     - setup timing
   * - Via total after detailed routing
     - 3203
   * - Critical register-to-register path startpoint
     - counter_reg[11]
   * - Total cell area at the placement stage
     - 0.00513 sq mm
   * - Total design power
     - 2.69 mW
   * - First-pass GRT wire length
     - 17.0 mm
   * - Slew @ Worst Pin
     - 0.778 ns
   * - Synth async-reset ratio
     - 1.00
   * - Ant diodes
     - 0
   * - Slew margin rel.
     - 0.481
   * - Classification of the worst setup path
     - in -> reg
   * - Number of search-and-repair iterations in the first detailed-routing pass
     - 4
   * - Final critical-path share of the clock period
     - 1.10
   * - Clk root buf
     - sky130_fd_sc_hd__clkbuf_8
   * - Flop-to-flop setup slack
     - 3.17 ns
   * - Fmax
     - 0.171 GHz
   * - Critical Path Start Type
     - input port
   * - Outcome
     - complete, but fails checks
   * - Crit. End Element
     - flip-flop
   * - Die X-Extent
     - 104 um
   * - Power per unit of standard cell area
     - 490 mW/mm^2
   * - Ys cells
     - 456
   * - Max Cap Viol
     - 0
   * - Signed area change from the synthesized netlist to the final layout
     - 32.8%
   * - Post-synth design cell area
     - 0.00413 sq mm
   * - Main synth FF type
     - sky130_fd_sc_hd__dfrtp_1
   * - OpenROAD warning count
     - 31
   * - Height of the die
     - 104 um
   * - Antenna violations before repair
     - 0
   * - Data arrival at the endpoint of the critical path
     - 5.99 ns
   * - Final estimated routing congestion in global placement
     - 0.913
   * - Share of Yosys cell area claimed by the top area cell type
     - 0.305
   * - Most repeated cell in the gate-level netlist after synthesis
     - sky130_fd_sc_hd__inv_1
   * - Starting density of the core
     - 0.417
   * - CTS Buffer Depth
     - 2
   * - Post-cts hold buffer count
     - 0
   * - Tmin final
     - 5.85 ns
   * - Number of I/O port buffers
     - 12
   * - Die area
     - 0.0107 sq mm
[critical path, stage by stage]
cell	delay, ns
sky130_fd_sc_hd__buf_8	0.08
sky130_fd_sc_hd__clkinvlp_4	0.09
sky130_fd_sc_hd__ha_4	0.27
sky130_fd_sc_hd__buf_4	0.14
sky130_fd_sc_hd__buf_4	0.14
sky130_fd_sc_hd__nor2b_2	0.13
sky130_fd_sc_hd__fa_2	0.46
sky130_fd_sc_hd__fa_2	0.46
sky130_fd_sc_hd__fa_1	0.55
sky130_fd_sc_hd__inv_1	0.05
sky130_fd_sc_hd__fa_1	0.49
sky130_fd_sc_hd__inv_2	0.05
sky130_fd_sc_hd__ha_4	0.20
sky130_fd_sc_hd__o21a_1	0.16
sky130_fd_sc_hd__o21a_1	0.18
sky130_fd_sc_hd__o21ai_2	0.17
sky130_fd_sc_hd__a21oi_4	0.07
sky130_fd_sc_hd__a31o_4	0.23
sky130_fd_sc_hd__xnor2_2	0.13
sky130_fd_sc_hd__ha_1	0.31
sky130_fd_sc_hd__nand4_1	0.15
sky130_fd_sc_hd__nor2_1	0.18
sky130_fd_sc_hd__a21oi_1	0.08
sky130_fd_sc_hd__o211ai_1	0.10
sky130_fd_sc_hd__a31oi_1	0.06
[through the flow]
| step | setup slack (ns) | std cells | TNS, ns |
|---|---|---|---|
| 2_1_floorplan | -0.460 | 456 | -0.460 |
| 6_report | -0.547 | 698 | -0.547 |
| 4_1_cts | -0.619 | 691 | -0.619 |
| 3_3_place_gp | -1.47 | 678 | -1.47 |
| 5_1_grt | -0.745 | 698 | -0.745 |
| 3_5_place_dp | -1.46 | 678 | -1.46 |
[where the power goes]
group          internal (mW)  switching, mW  total, mW
clock                 0.0661         0.0491      0.115
sequential             0.176         0.0374      0.214
combinational           1.24           1.12       2.36
total                   1.48           1.21       2.69
[what timing repair did]
item	in CTS	in global routing
gates resized	45	20
setup endpoints to repair	1	1
gates cloned	0	0
buffers inserted	9	7
pin swaps	28	33
[final cells by class]
cell class	count	area (sq um)
clock buffer	4	55.1
sequential	20	500
inverter	114	449
fill	878	4420
timing repair buffer	108	861
multi-input combinational	319	3450
tap	133	166
[how the worst max path moves through the flow]
stage	end	slack (ns)	cells after the start
6_report	pwm_out	-0.55	25
5_1_grt	pwm_out	-0.74	25
4_1_cts	pwm_out	-0.62	24
[cells by family after synthesis]
family,after synthesis,share of synthesized area
and+or+nand+nor,120,0.140
adders and majority gates,118,0.472
buffers and inverters,117,0.109
AOI/OAI and AO/OA,42,0.0763
xor gates and xnor gates,38,0.0806
DFF,20,0.121
other,1,0.000908
[layer usage]
metal	track usage	part of all wire	vias to the layer above
met5	0	0	-
met4	0.0176	0.012	0
met3	0.0481	0.051	11
met2	0.339	0.46	58
met1	0.297	0.47	1508
li1	-	-	1626
[placed cells by master, fill, tap and decap left out, types with 5 or more instances in the layout]
cell type / count
sky130_fd_sc_hd__dfrtp_1: 20
sky130_fd_sc_hd__nor2_1: 31
sky130_fd_sc_hd__a21o_1: 6
sky130_fd_sc_hd__and3_1: 6
sky130_fd_sc_hd__xor2_1: 18
sky130_fd_sc_hd__a21oi_1: 10
sky130_fd_sc_hd__dlygate4sd2_1: 6
sky130_fd_sc_hd__inv_2: 8
sky130_fd_sc_hd__ha_4: 7
sky130_fd_sc_hd__nand4_1: 6
sky130_fd_sc_hd__xnor2_1: 19
sky130_fd_sc_hd__nand3_1: 10
sky130_fd_sc_hd__nand2_2: 5
sky130_fd_sc_hd__nand2b_1: 6
sky130_fd_sc_hd__ha_1: 44
sky130_fd_sc_hd__fa_1: 59
sky130_fd_sc_hd__nand2_1: 24
sky130_fd_sc_hd__and2_1: 8
sky130_fd_sc_hd__buf_4: 91
sky130_fd_sc_hd__inv_1: 102
No activity file was given, so power comes from the tool's default toggle rates.
